**run.sh**
```bash
#!/bin/bash
# OpenROAD 26Q1-2900-gdf79404cd8, Yosys 0.63+post, stock flow scripts
make -C /OpenROAD-flow-scripts/flow DESIGN_CONFIG=/design/flow/config.mk WORK_HOME=/design/flow/orfs finish
```
**config.mk**
```make
export PLATFORM = sky130hd
export DESIGN_NAME = keypad_scan
export DESIGN_NICKNAME = keypad_scan
export VERILOG_FILES = /design/flow/design.v
export SDC_FILE = /design/flow/constraint.sdc
export NUM_CORES = 4
export LEC_CHECK = 1
export CORE_AREA = 10 10 91 91
export DIE_AREA = 0 0 101 101
```
**constraint.sdc**
```tcl
current_design keypad_scan

set clk_period 3.1
set clk_io_pct 0.2

create_clock -name clk0 -period $clk_period [get_ports {clk}]

set non_clock_inputs [all_inputs -no_clocks]
set_input_delay [expr $clk_period * $clk_io_pct] -clock clk0 $non_clock_inputs
set_output_delay [expr $clk_period * $clk_io_pct] -clock clk0 [all_outputs]
```
**design.v**
```verilog
module keypad_scan(clk, rst, key_col, key_row, key_data, IsRight);
	input 	clk, rst;
	input	[3:0] 	key_row;
	output	[2:0]	key_col;
	output	[3:0]	key_data;
	output 	IsRight;
	reg	[3:0]	key_data;
	reg	[2:0]	state;
	reg [13:0]  counts;
	reg clk1;
	reg IsRight;
	wire	key_stop;
	parameter no_scan = 3'b000;
	parameter column1 = 3'b001;
	parameter column2 = 3'b010;
	parameter column3 = 3'b100;
	assign key_stop = key_row[0] | key_row[1] | key_row[2] | key_row[3] ;
	assign key_col = state;
	always @(posedge clk or posedge rst)  begin
	  	if(rst) begin counts <= 0; clk1 <= 1; end
		else if (counts >= 12499) begin counts <= 0; clk1 <= !clk1; end
		else counts <= counts +1; end
	always @(posedge clk1 or posedge rst)
	begin
		if (rst) state <= no_scan;
		else begin
		  if (!key_stop) begin
		    case (state)
		    no_scan : state <= column1;
		    column1 : state <= column2;
		    column2 : state <= column3;
		    column3 : state <= column1;
		    default : state <= no_scan;
		    endcase
		  end
		end
	end
	always @ (posedge clk1) begin
	case (state)
	  column1 : case (key_row)
	  	4'b0001 : key_data <= 1;  
	  	4'b0010 : key_data <= 4;  
	  	4'b0100 : key_data <= 7;  
	  	4'b1000 : IsRight <= 0;  
	  	default : key_data <= 0;
	  	endcase
	  column2 : case (key_row)
	  	4'b0001 : key_data <= 2;  
	  	4'b0010 : key_data <= 5;  
	  	4'b0100 : key_data <= 8;  
	  	4'b1000 : key_data <= 0;  
	  	default : key_data <= 0;
	  	endcase
	  column3 : case (key_row)
	  	4'b0001 : key_data <= 3;  
	  	4'b0010 : key_data <= 6;  
	  	4'b0100 : key_data <= 9;  
	  	4'b1000 : IsRight <= 1;  
	  	default : key_data <= 0;
	  	endcase
	  default : key_data <= 0;
	endcase
	end
endmodule
```
==> results_dict.tcl <==
# place-and-route summary
set metrics [dict create \
    wl_met3_um 135 \
    worst_pin_slew_ns 0.660 \
    clkTransAtPathRegs_ns 0.06 \
    track_usage_pct 4.15 \
    min_to "counts[0]" \
    wl_per_cell_um 9.73 \
    wl_um 2050 \
    post-route-min-period_ns 1.70 \
    warning_count 25 \
    rsz0062_at_grt "no" \
    hold_path.class "flop to flop" \
    crit_path_cell_trace "ha_1 -> or3_1 -> nand4_2 -> a31oi_4 -> xor2_1" \
    area_growth_pct 19.2 \
    grt-ovfl-total 0 \
    cp_num_buf_inv 0 \
    synth_chip_area_um2 1250 \
    vias 821 \
    layout_top_cells "dfrtp_1, nor2_1, xnor2_1" \
    rrSetupSlack_ns 1.40 \
    drive_above_1_share_pct 16.4 \
    ys_types 33 \
    end_kind "flop" \
    grt_pass1_vias 790 \
    synth-edff-count 5 \
    numCtsBuffers 3 \
    worstSetupPathType "flop to flop" \
    grt_max_degree 19 \
    crit_fanout 15 \
    antenna_found_initial 0 \
    setup_viol 0 \
    cts_root_buffer "clkbuf_8" \
    num_io_pins 14 \
    ys_cells 122 \
    vias_per_cell 3.89 \
    critPathLaunchType "flop" \
    routed.top_layer "met4" \
    placeableCoreArea_um2 6350 \
    flop_cell "dfrtp_1" \
    met1_length_um 1000 \
    wl_met2_um 886 \
    fp.dieH_um 101 \
    cts_setup_buffers 0 \
    maxCapViolations 0 \
    cp.depth 5 \
    yosysWarnings 1 \
    h-tree-depth 1 \
    rr_worst_depth 5 \
    syn_inst 122 \
    clkLatencyLatePin_ns 0.24 \
    max_freq_ghz 0.589 \
    unclocked_regs 8 \
    max_stage_delay_ns 0.54 \
    cp_data_arrival_time_ns 1.87 \
    die_area_um2 10200 \
    ir_worst_vdd_mv 0.345 \
    clock_path_buffers 2 \
    dpl.hpwl_um 1580 \
    setup-tns-final_ns 0 \
    total_power_uw 376 \
    layout_top_cell "dfrtp_1" \
    area_leaders "dfrtp_1, edfxtp_1, xnor2_1, nor2_2, nor2_1" \
    final_max_slew_viol_count 0 \
    grt_pass1_wl_um 3640 \
    tritoncts "done" \
    final_antenna_net_count 0 \
    drtIter0Drc 35 \
    status "complete, no violations" \
    slew_headroom_pct 55.9 \
    place_congestion 0.818 \
    cts-hold-fix-buffers 0 \
    hold_path_depth 1 \
    critPathRequiredTime_ns 3.27 \
    skew_ns 0.00486 \
    firstDrtPassIters 4 \
    die_w_um 101 \
    post-route-period-util_pct 54.8 \
    hold_violations 0 \
    leakagePower_nw 0.574 \
    p_per_area_nw_per_um2 252 \
    r2r-start "counts[0]" \
    insertedDiodeCount 0 \
    port_buffers 13 \
    top_area_share_pct 34.0 \
    yosys.stat.seqShare_pct 48.1 \
    cp_top_family "AND-OR/OR-AND gates" \
    ys.flops 23 \
    rr_endpoint "clk1" \
    route.detailed.drc 0 \
    floorplan.core_util_pct 19.7 \
    synthesis.area_um2 1250 \
    postSynth.asyncResetShare_pct 78.3 \
    rows 29 \
    unconstrained_endpoints 21 \
    cp_slowest_cell "a31oi_4" \
    min-delay-start "counts[0]" \
    largest_area_cell "dfrtp_1" \
    syn_area_per_cell_um2 10.3 \
    cts_resized 0 \
]
[per-stage QoR]
stage	std cells	cell area [um^2]	hold slack (ns)	util, %	worst slack (ns)
2_1_floorplan	122	1250	0.460	-	1.58
3_3_place_gp	207	1450	0.473	22.8	1.43
4_1_cts	211	1490	0.494	23.5	1.37
5_1_grt	211	1490	0.513	23.5	1.24
6_report	211	1490	0.490	23.5	1.40
3_5_place_dp	207	1450	0.480	22.8	1.41
[layer usage]
| layer | GRT usage (%) | vias to the layer above |
|---|---|---|
| met5 | 0 | - |
| met4 | 0.429 | 0 |
| met3 | 1.52 | 2 |
| met2 | 6.29 | 11 |
| met1 | 5.76 | 373 |
| li1 | - | 435 |
[registers in the layout (all words and copies together), names as in the netlist]
signal	cells
counts	14
key_data	4
state	3
IsRight	1
clk1	1
[layout make-up]
class                   count  area [um^2]
inverters                   7         26.3
multi-input cells          87          593
flip-flops and latches     23          602
repair buffers             13          130
well taps                  77         96.3
clock buffers               4         45.0
fillers                   673         4860
[where the power goes]
| group | total [mW] | switching (mW) | internal [mW] | leakage, nW |
|---|---|---|---|---|
| Combinational | 0.0257 | 0.0146 | 0.0110 | 0.261 |
| Sequential | 0.196 | 0 | 0.196 | 0.291 |
| Clock | 0.154 | 0.0632 | 0.0909 | 0.0228 |
| Total | 0.376 | 0.0779 | 0.298 | 0.574 |
[Yosys cell counts (3+ instances only)]
master / count
buf_2: 4
dfrtp_1: 17
edfxtp_1: 5
inv_1: 7
nand2_1: 3
nand3_1: 6
nand4_1: 3
nor2_1: 16
nor2_2: 10
nor3_1: 5
nor4_1: 3
xnor2_1: 14
xor2_1: 3
[worst max path at each step]
stage,startpoint,to,slack [ns]
4_1_cts,counts[0],clk1,1.37
6_report,counts[0],clk1,1.40
5_1_grt,counts[0],counts[2],1.24
[logic make-up after synthesis]
group,synth area share [%]
and+or+nand+nor,27.7
DFF,48.1
xor gates and xnor gates,11.9
buffers and inverters,4.60
AOI/OAI and AO/OA,5.00
muxes,1.80
adders and majority gates,0.999
Power figures rest on the tool's default switching activity, not on a simulated workload.
